## ./run.sh

```bash
#!/bin/bash
# OpenROAD 26Q1-2900-gdf79404cd8, Yosys 0.63+post, stock flow scripts
make -C /OpenROAD-flow-scripts/flow DESIGN_CONFIG=/design/flow/config.mk WORK_HOME=/design/flow/orfs finish
```

## ./config.mk

```make
export PLATFORM = sky130hd
export DESIGN_NAME = add_unit
export DESIGN_NICKNAME = add_unit
export VERILOG_FILES = /design/flow/design.v
export SDC_FILE = /design/flow/constraint.sdc
export NUM_CORES = 4
export LEC_CHECK = 1
export CORE_UTILIZATION = 40
```

## ./constraint.sdc

```tcl
current_design add_unit

set clk_period 9.9
set clk_io_pct 0.2

create_clock -name clk0 -period $clk_period [get_ports {clk}]

set non_clock_inputs [all_inputs -no_clocks]
set_input_delay [expr $clk_period * $clk_io_pct] -clock clk0 $non_clock_inputs
set_output_delay [expr $clk_period * $clk_io_pct] -clock clk0 [all_outputs]
```

## ./design.v

```verilog
module add_unit(input logic clk, reset,
            input logic calculate,
            input logic[31:0] a, b,
            input logic [3:0]row,
            output logic [31:0] result,
            output logic [3:0]tag,
            output logic broadcast);  
always @(posedge clk ) begin
    broadcast <= 0;
    tag <= 4'b1111;
    result <= 0;
    if (reset) begin
        result <= 0;
        tag <= 4'b1111;
    end
    else begin
        if (calculate) begin
            broadcast <= 1;
            tag <= row;
            result <= a + b;
        end
    end
end
endmodule
```

==> results.json <==
{
  "fin_crit_ps": 4353,
  "area.growth.synth_to_final_pct": 43.15,
  "die_x_um": 85.03,
  "edf_count": 0,
  "hold_path.class": "in2reg",
  "tightest_slew_ps": 510.5,
  "p_int_uw": 304.4,
  "grt_max_degree": 32,
  "dieArea_um2": 7230,
  "vias": 2821,
  "cp.arrival_ps": 4590,
  "io_buffers": 107,
  "yosysUniqueCellTypes": 50,
  "drc": 0,
  "cts_setup_buffers": 0,
  "postRouteAntennaNets": 0,
  "syn_area_per_cell_um2": 7.970,
  "synth_top_area_share_pct": 26.86,
  "ys_cells": 346,
  "fp_util_pct": 42.46,
  "yosysWarnings": 1,
  "vias_per_cell": 5.415,
  "n_antenna_cell": 0,
  "report.final.slew_viol_count": 0,
  "cap_viol_max_count": 0,
  "clk_pin_slew_ps": 80,
  "rows": 29,
  "warnings": 26,
  "dp.final_hpwl_um": 5730,
  "drive_above_1_share_pct": 4.054,
  "yosys-stat-area_um2": 2758,
  "slew_headroom_pct": 65.96,
  "grt_pass1_wl_um": 12060,
  "final_cell_mix": "clkdlybuf4s50_1 (107), dfxtp_1 (37), nand2_1 (35)",
  "hold_buffers": 0,
  "pwr_density_cell_nw_per_um2": 113.3,
  "cts_buffers": 5,
  "flop_cell": "dfxtp_1",
  "cts_resized": 0,
  "p_sw_uw": 142.8,
  "die_y_um": 85.03,
  "cts_max_path_buffers": 2,
  "pwr-share-seq_pct": 36.6,
  "cts-root-buf": "clkbuf_8",
  "ys_ff": 37,
  "status": "complete, no violations",
  "setup_tns_ps": 0,
  "grt_pass1_vias": 2573,
  "cts_sinks": 37,
  "p_leak_nw": 1.582,
  "finalSetupViolations": 0,
  "lay_top_count": "clkdlybuf4s50_1",
  "yosys.area.top_type": "dfxtp_1",
  "topCellsByArea": "dfxtp_1 (27%), ha_1 (14%), a21oi_1 (5.6%), nand2_1 (4.8%), nor2_1 (3.8%)",
  "instances_no_fill": 521,
  "rsz0062_at_grt": "false",
  "placed_cells": 513,
  "dr.first_iter.drc_count": 138,
  "p_clk_share_pct": 23.3,
  "ys_seq_share_pct": 26.86,
  "end_kind": "flip-flop",
  "path_class": "in2reg",
  "async_flop_share_pct": 0,
  "routedWlPerCell_um": 13.76,
  "track_usage_pct": 20.67,
  "path_max_fanout": 5,
  "syn_area_um2": 2758,
  "htree_levels": 2,
  "swShare_pct": 31.94,
  "synth_cells": 346,
  "io_pins": 108,
  "hold_violations": 0,
  "drt-pass1-iter-count": 4,
  "pwr-share-comb_pct": 40.1,
  "cts_tree": "done",
  "fin_crit_sh_pct": 43.97,
  "core_um2": 6495,
  "wirelength_um": 7169,
  "max_freq_ghz": 0.2297,
  "grt_antenna_before_repair": 0,
  "overflow": 0,
  "required_ps": 10140,
  "ir_drop_mv": 0.05635,
  "place_congestion": 0.8713,
  "worstSetupStartpointType": "input port"
}
[cell families (layout without fill, tap and decap cells)]
logic type	after synthesis	in the layout	share of synthesized area, %
and+or+nand+nor	115	115	20.01
AOI/OAI and AO/OA	110	110	26.95
DFF	37	37	26.86
adders and majority gates	32	32	14.79
buffers and inverters	29	127	3.947
xor gates and xnor gates	20	20	6.352
muxes	3	3	1.089
[worst max-delay path, stage by stage]
cell and delay [ps]:
clkdlybuf4s50_1 410, ha_1 240, fa_1 410, a21o_1 210
a221o_2 410, a21oi_2 240, a21oi_2 110, or4_1 500
nand3_1 90
[worst paths after layout]
| kind | depth (start not counted) | endpoint | startpoint | slack (ps) |
|---|---|---|---|---|
| setup / recovery | 9 | result[30] | a[0] | 5550 |
| hold / removal | 2 | tag[2] | row[2] | 2250 |
[per-stage QoR]
step / instance area (um2) / power [mW] / setup WS (ps) / hold slack (ps) / util (%)
6_report: 3948 / 0.4472 / 5547 / 2251 / 60.78
3_3_place_gp: 3865 / 0.3453 / 5282 / 2543 / 59.51
3_5_place_dp: 3865 / 0.3452 / 5242 / 2545 / 59.51
4_1_cts: 3948 / 0.4508 / 5552 / 2246 / 60.78
5_1_grt: 3948 / 0.4801 / 5400 / 2262 / 60.78
2_1_floorplan: 2758 / 0.2690 / 5839 / 2081 / -
[synthesized netlist by cell type (2+ instances only)]
cell type / count
dfxtp_1: 37
nand2_1: 35
a21oi_1: 31
ha_1: 31
nor2_1: 28
clkbuf_1: 17
o21ai_0: 15
nand4_1: 12
xnor2_1: 12
a21o_1: 11
inv_1: 11
a31oi_1: 8
nor3_1: 8
xor2_1: 8
nand2b_1: 7
nand3_1: 7
o21a_1: 7
and2_1: 6
o211ai_1: 6
a211oi_1: 5
o221ai_1: 4
and3_1: 3
mux2i_1: 3
a21boi_0: 2
a21oi_2: 2
a32oi_1: 2
nor3b_1: 2
o31ai_1: 2
or2_2: 2
or4_1: 2
[cell type report]
cell class              count  area [um2]
clock inverters             2       10.01
repair buffers            108        1079
well taps                  77       96.34
inverters                  11       41.29
fillers                   586        2547
multi-input cells         280        1908
clock buffers               6       72.57
flip-flops and latches     37       740.7
[per-layer routing]
layer | track usage [%] | up-vias | wire, um
li1 | - | 1462 | -
met1 | 32.58 | 1246 | 3593
met2 | 30.65 | 103 | 3042
met3 | 3.455 | 10 | 434
met4 | 3.390 | 0 | 98
met5 | 0 | - | 0
[power by group through the flow]
stage                 clock (mW)  combinational [mW]  sequential, mW
after CTS                  0.108               0.179           0.164
after global routing       0.116               0.200           0.165
final                      0.104               0.179           0.164
[state kept, by name, indices dropped and copies added, names as in the netlist]
register / cells
broadcast: 1
result: 32
tag: 4
Power and IR drop assume default switching activity.
