File: flow/config.mk
export PLATFORM = sky130hd
export DESIGN_NAME = cbdBuffer
export DESIGN_NICKNAME = cbdBuffer
export VERILOG_FILES = /design/flow/design.v
export SDC_FILE = /design/flow/constraint.sdc
export NUM_CORES = 4
export LEC_CHECK = 1
export CORE_UTILIZATION = 30
File: flow/constraint.sdc
current_design cbdBuffer

set clk_period 3.1
set clk_io_pct 0.2

create_clock -name clk0 -period $clk_period [get_ports {clk}]

set non_clock_inputs [all_inputs -no_clocks]
set_input_delay [expr $clk_period * $clk_io_pct] -clock clk0 $non_clock_inputs
set_output_delay [expr $clk_period * $clk_io_pct] -clock clk0 [all_outputs]
File: flow/design.v
module cbdBuffer (input clk, reset,
                input logic [3:0] aFUTag,
                input logic [31:0] aFUData,
                input logic aFUReady,
                input logic [3:0] mFUTag,
                input logic [31:0] mFUData,
                input logic mFUReady,
                output logic [3:0] AddBroadTag,
                output logic [31:0] AddBroadData,
                output logic [3:0] MulBroadTag,
                output logic [31:0] MulBroadData);
typedef struct packed {
    logic [31:0] Data;
    logic [3:0] Tag;
} buffer;
buffer addbuff;
buffer multbuff;
always @(posedge clk) begin
    if (reset) begin
        addbuff.Data <= 'x;
        addbuff.Tag <= 'x;
        multbuff.Data <= 'x;
        multbuff.Tag <= 'x;
    end
    else begin
        if (aFUReady & !mFUReady) begin
            addbuff.Data <= aFUData;
            addbuff.Tag <= aFUTag;
            AddBroadTag <= addbuff.Tag;
            AddBroadData <= addbuff.Data;
        end
        if (mFUReady & !aFUReady) begin
            multbuff.Data <= mFUData;
            multbuff.Tag <= mFUTag;
            MulBroadTag <= multbuff.Tag;
            MulBroadData <= multbuff.Data;
        end
        if (!aFUReady) begin
            addbuff.Data <= aFUData;
            addbuff.Tag <= aFUTag;
            AddBroadTag <= addbuff.Tag;
            AddBroadData <= addbuff.Data;
        end
        if (!mFUReady) begin
            multbuff.Data <= mFUData;
            multbuff.Tag <= mFUTag;
            MulBroadTag <= multbuff.Tag;
            MulBroadData <= multbuff.Data; 
        end           
        else if (aFUReady && mFUReady) begin
            addbuff.Data <= aFUData;
            addbuff.Tag <= aFUTag;
            AddBroadTag <= addbuff.Tag;
            AddBroadData <= addbuff.Data;
            multbuff.Data <= mFUData;
            multbuff.Tag <= mFUTag;
            MulBroadTag <= multbuff.Tag;
            MulBroadData <= multbuff.Data;
        end
    end
end
endmodule
File: flow/run.sh
#!/bin/bash
# OpenROAD 26Q1-2900-gdf79404cd8, Yosys 0.63+post, stock flow scripts
make -C /OpenROAD-flow-scripts/flow DESIGN_CONFIG=/design/flow/config.mk WORK_HOME=/design/flow/orfs finish
==> flow_summary.json <==
{
  "hold_viol": 0,
  "area_leaders": "edfxtp_1 76%, dfxtp_1 17%, clkbuf_1 6.4%",
  "antenna_found_initial": 0,
  "ys_cells": 219,
  "grt_overflow": 0,
  "period_needed_ns": 1.84,
  "vias": 1874,
  "syn2layout_area_growth_pct": 50.2,
  "grt_use_total": 0.0941,
  "xor_share": 0,
  "drc_errors": 0,
  "ir_worst_vdd_v": 0.000370,
  "aoi_share": 0,
  "p_leak_nw": 2.34,
  "synthCells": 219,
  "timing.setup.tns_ns": 0,
  "simple_gate_share": 0,
  "critPathMaxFanout": 1,
  "die_h_um": 121,
  "status": "completed",
  "grt_max_degree": 37,
  "synth_seq_share": 0.934,
  "antenna_left": 0,
  "numPortBuffers": 145,
  "postCtsHoldBufs": 0,
  "path_cells": "clkdlybuf4s50_1",
  "fin_crit_sh": 0.593,
  "yosys.cell_types.count": 5,
  "yosysWarnings": 1,
  "post_drt_wl_per_cell_um": 11.7,
  "htreeDepth": 4,
  "drt-pass1-iter-count": 6,
  "crit_arrival_ns": 1.22,
  "synthFlopType": "edfxtp_1",
  "fin_skew_ns": 0.00372,
  "slowest_delay_ns": 0.49,
  "viasPerCell": 3.46,
  "grt_pass1_vias": 1874,
  "top_area_frac": 0.764,
  "drv_slew": 0,
  "cts_resized": 0,
  "cts_made_buffers": 17,
  "post-route-util": 0.461,
  "rsz0062_at_grt": "false",
  "boundaryPins": 148,
  "cp.required_ns": 2.48,
  "cts_tree": "done",
  "yosys-top-cells-count": "108 x edfxtp_1, 72 x clkbuf_1, 36 x dfxtp_1, 2 x inv_1, 1 x conb_1",
  "cp-start-kind": "flip-flop",
  "drive_above_1_share": 0.0859,
  "critPathKind": "flip-flop to primary output",
  "comb_area_um2": 135,
  "cap_violations": 0,
  "tool_warnings": 27,
  "ys_ff": 144,
  "core_um2": 13800,
  "crit_family": "buffers and inverters",
  "synthArstFlopShare": 0,
  "syn_area_per_cell_um2": 19.4,
  "chipArea_um2": 14600,
  "ff_latch_area_um2": 3960,
  "ys_area_um2": 4250,
  "grt_pass1_wl_um": 9690,
  "num_rows": 43,
  "fp-utilization": 0.307,
  "fillers": 1167,
  "cts_num_sinks": 144,
  "antenna_cells": 0,
  "clockBufferDepth": 2,
  "mux_share": 0,
  "clkTransAtPathRegs_ns": 0.05,
  "edf_count": 108,
  "clk_latency_ns": 0.40,
  "setup_viol": 0,
  "syn-cell-area_um2": 4250,
  "die_x_um": 121,
  "logic_family": "buffers and inverters",
  "yosys.area.top_type": "edfxtp_1",
  "hold_class": "flip-flop to flip-flop",
  "cp_num_buf_inv": 1,
  "top_cell": "edfxtp_1",
  "max_freq_ghz": 0.544,
  "critPathCaptureType": "primary output",
  "finalWirelength_um": 6350,
  "drtIter0Drc": 89,
  "post-cts-setup-buffer-count": 0,
  "cts_root_buf": "clkbuf_16",
  "synth_adder_area_share": 0,
  "place_congestion": 0.729,
  "power.density_nw_per_um2": 684,
  "slowest_stage": "clkdlybuf4s50_1"
}
-- cells in the final DEF, fill, tap and decap left out --
cell / count
clkdlybuf4s50_1: 145
edfxtp_1: 108
dfxtp_1: 36
conb_1: 36
clkbuf_16: 18
clkinv_2: 3
clkbuf_8: 3
clkinvlp_4: 3
inv_1: 2
clkbuf_1: 2
buf_4: 2
bufinv_16: 1
clkinv_4: 1
clkinv_1: 1
-- final timing paths --
| path | start | to | slack (ns) | cells past startpoint |
|---|---|---|---|---|
| setup reg to reg | multbuff[27] | MulBroadData[23] | 2.46 | 0 |
| hold / removal | addbuff[13] | AddBroadData[9] | 0.40 | 0 |
| hold reg to reg | addbuff[13] | AddBroadData[9] | 0.40 | 0 |
| setup / recovery | MulBroadData[29] | MulBroadData[29] | 1.26 | 1 |
-- logic make-up (layout without fill, tap and decap cells) --
logic type,count (synthesis),after routing
buf+inv,74,181
flops,144,144
other cells,1,36
-- flip-flops by register name (all words and copies together), names as in the netlist --
register and cells:
MulBroadTag 4, addbuff 36, AddBroadTag 4, AddBroadData 32
multbuff 36, MulBroadData 32
-- through the flow --
step	instances	worst slack [ns]	cell area, um2	total power [mW]	hold WS (ns)
floorplan	254	1.38	4380	2.30	0.400
global placement	509	1.20	5800	2.49	0.386
detailed placement	509	1.19	5800	2.50	0.389
CTS	541	1.21	6380	4.44	0.401
global route	541	1.20	6380	4.54	0.407
finish	541	1.26	6380	4.36	0.401
-- power breakdown --
group          switching [mW]  total [mW]  internal [mW]
Clock                   0.703        1.91           1.21
Combinational          0.0473       0.214          0.166
Sequential             0.0271        2.24           2.21
-- cell type report --
| class | instances | share of cell area |
|---|---|---|
| Multi-Input combinational cell | 36 | 0.0212 |
| Clock inverter | 9 | 0.0126 |
| Sequential cell | 144 | 0.622 |
| Inverter | 2 | 0.00118 |
| Tap cell | 180 | 0.0353 |
| Timing Repair Buffer | 147 | 0.230 |
| Clock buffer | 23 | 0.0783 |
-- layer usage --
| metal | GRT usage | wire (um) | up-vias | part of all wire |
|---|---|---|---|---|
| li1 | - | - | 929 | - |
| met1 | 0.137 | 2600 | 869 | 0.41 |
| met5 | 0 | 0 | - | 0 |
| met4 | 0.0193 | 122 | 0 | 0.019 |
| met3 | 0.0398 | 492 | 6 | 0.078 |
| met2 | 0.141 | 3140 | 70 | 0.49 |
No activity file was given, so power comes from the tool's default toggle rates.
