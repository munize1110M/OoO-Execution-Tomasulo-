==> design/flow/config.mk <==
export PLATFORM = sky130hd
export DESIGN_NAME = bus
export DESIGN_NICKNAME = bus
export VERILOG_FILES = /design/flow/design.v
export SDC_FILE = /design/flow/constraint.sdc
export NUM_CORES = 4
export LEC_CHECK = 1
export CORE_UTILIZATION = 30
==> design/flow/constraint.sdc <==
current_design bus

set clk_period 3.4
set clk_io_pct 0.2

create_clock -name clk0 -period $clk_period [get_ports {clk}]

set non_clock_inputs [all_inputs -no_clocks]
set_input_delay [expr $clk_period * $clk_io_pct] -clock clk0 $non_clock_inputs
set_output_delay [expr $clk_period * $clk_io_pct] -clock clk0 [all_outputs]
==> design/flow/design.v <==
module FIFO #(parameter
    DATA_WIDTH=8
) (
    input clk,
    input reset,
    input [DATA_WIDTH-1:0] din, 
    input wr,
    output logic [DATA_WIDTH-1:0] dout,
    output logic full,
    output logic empty
);
    localparam FIFO_DEPTH = 3;
    logic [DATA_WIDTH-1:0] fifo [FIFO_DEPTH-1:0];
    logic [$clog2(FIFO_DEPTH):0] wr_count;
    always @(posedge clk)
    begin
        if (reset)
        begin
            wr_count <= '0;
            for(int i = 0; i <FIFO_DEPTH; i++) begin
                fifo[i] <= 'x;
            end
        end
        else if (wr)
        begin
            fifo[0] <= din;
            for (int i=1; i < FIFO_DEPTH; i++) begin
                fifo[i] <= fifo[i-1];
            end
            if (wr_count != FIFO_DEPTH)
                wr_count <= wr_count + 1;
        end
    end
    assign empty = (wr_count == 0);
    assign full  = (wr_count == FIFO_DEPTH);
    assign dout  = empty ? '1 : fifo[0];
endmodule
module bus(input clk, reset,
        input logic [3:0] aFUTag, 
        input logic [31:0] aFUData, 
        input logic aFUReady,   
        input logic [3:0] mFUTag,
        input logic [31:0] mFUData,
        input logic mFUReady,
        output logic [3:0] broad_tag,
        output logic [31:0] broad_data);
    logic [3:0]tagQ [3:0];
    logic [31:0] dataQ[3:0];
    logic [1:0]head, tail;
    logic tagfull;
    logic datafull;
    logic tagempty;
    logic dataempty;  
    logic [31:0]masterData;
    logic [3:0]masterTag;
    logic masterReady;
    always_comb begin
        if (aFUReady) begin
            masterData = aFUData;
            masterTag = aFUTag;
            masterReady = aFUReady;
        end
        else if(mFUReady) begin
            masterData = mFUData;
            masterTag = mFUTag;
            masterReady = mFUReady;
        end
        else if (aFUReady && mFUReady) begin
            for (int i = 0; i <2 ; i++) begin
                if (i == 0) begin
                    masterData = aFUData; 
                    masterTag = aFUTag;
                    masterReady = aFUReady;
                end
                else if (i ==1) begin
                    masterData = mFUData;
                    masterTag = mFUTag;
                    masterReady = mFUReady;
                end
                else begin
                    masterData = 'x;
                    masterTag = 'x;
                    masterReady = 'x;
                end
            end
        end
        else begin
            masterData = 'x;
            masterTag = 'x;
            masterReady = 'x;
        end
    end
    FIFO #(4)tagFIFO(clk,
    reset,
    masterTag, 
    masterReady, 
    broad_tag, 
    tagfull, 
    tagempty); 
    FIFO #(32)dataFIFO(clk,
    reset,
    masterData, 
    masterReady, 
    broad_data, 
    datafull, 
    dataempty); 
endmodule
==> design/flow/run.sh <==
#!/bin/bash
# OpenROAD 26Q1-2900-gdf79404cd8, Yosys 0.63+post, stock flow scripts
make -C /OpenROAD-flow-scripts/flow DESIGN_CONFIG=/design/flow/config.mk WORK_HOME=/design/flow/orfs finish
==> run_results.csv <==
group,metric,value,unit
setup_path,crit_family,"buffers and inverters",
detailed_routing,drt_iter0_markers,32,
setup_path,cpMaxStageDelayCell,"clkdlybuf4s50_1",
setup_path,r2r-start,"tagFIFO.wr_count[0]$_SDFFE_PP0P_",
synthesis,synth_top_area_share,0.470,
flow_run,cap_violations,0,
timing,fin_crit,2.40,ns
global_route,grt_pass1_vias,1364,
cells_and_area,fillCellCount,644,
timing,tns,0,ns
power_and_ir_drop,powerDensity,403,nW/um2
min_path,whs_path_depth,2,
global_route,grt.busiest_layer,"met2",
synthesis,ys_cells,157,
placed_design,port_buffers,111,
timing,fmax,417,MHz
clock_network,htree_num_levels,2,
cells_and_area,synthToLayoutAreaGrowth,55.1,%
floorplan,core,7330,um2
timing,max-slew-margin-rel,0.453,
setup_path,max_stage_delay,0.45,ns
setup_path,criticalPathCategory,"flop to output pin",
synthesis,synth_top_cell_by_area,"edfxtp_1",
detailed_routing,dr.pass1.iters,3,
clock_network,root_buffer,"clkbuf_8",
floorplan,dieArea,8030,um2
synthesis,ys_seq_share,0.522,
clock_network,cts_resized,0,
clock_network,clk_pin_slew,0.07,ns
synthesis,synth_warnings,5,
floorplan,rows,31,
synthesis,yosys-top-cells-area,"edfxtp_1 47%, mux2_4 20%, nand2b_1 11%",
clock_network,worstSkewPairLatency,0.28,ns
floorplan,die_width,89.6,um
detailed_routing,drc,0,
global_route,grt_first_pass_wirelength,6450,um
detailed_routing,n_antenna_cell,0,
timing,setup_viol,0,
global_route,met2_usage,0.174,
clock_network,cts_setup_buffers,0,
min_path,hp-start,"tagFIFO.wr_count[1]$_SDFFE_PP0P_",
detailed_routing,routedWlPerCell,11.8,um
setup_path,crit_path_frequent_cell,"nand2b_1",
synthesis,numSynthFlops,42,
global_route,gr-usage-met3,0.0399,
placed_design,gp_congestion,0.746,
timing,drv_slew,0,
setup_path,worst_ep_required_time,2.72,ns
synthesis,yosysChipArea,2300,um2
synthesis,yosysUniqueCellTypes,15,
global_route,antenna_found_initial,0,
global_route,globalRouteTotalUtil,0.110,
synthesis,syn-mean-instance-area,14.7,um2
setup_path,reg2reg_depth,4,
setup_path,start_kind,"flop",
global_route,grt_max_degree,39,
power_and_ir_drop,power_leakage,1.41,nW
clock_network,numClockSinks,42,
detailed_routing,vias,1515,
global_route,use_met1,0.156,
timing,fin_skew,0.00113,ns
flow_run,tool_warnings,27,
power_and_ir_drop,vdd_drop_max,0.208,mV
setup_path,worst_ep_arrival_time,1.72,ns
min_path,hp-class,"flop to flop",
placed_design,dpl.hpwl,3210,um
cells_and_area,layout-drive-gt1-share,0.196,
timing,rsz0062_at_grt,"false",
global_route,grt_overflow,0,
detailed_routing,vias_per_cell,4.09,
timing,hold_viol_final,0,
floorplan,ioPinCount,112,
setup_path,cp_max_fo,16,
setup_path,cp-end-kind,"output pin",
synthesis,netlist_instances,157,
floorplan,die_h,89.6,um
clock_network,cts_made_buffers,5,
setup_path,critPathBufInv,3,
min_path,hold_path_end,"tagFIFO.wr_count[1]$_SDFFE_PP0P_",
cells_and_area,comb_area,988,um2
timing,setup_ws,1.00,ns
setup_path,reg2reg_to,"tagFIFO.wr_count[0]$_SDFFE_PP0P_",
timing,tightest_slew,0.821,ns
clock_network,ctsHoldBuffers,0,
detailed_routing,ant_nets,0,
setup_path,crit_chain,"inv_1, ha_1, nand2b_1, buf_4, nand2b_1, clkdlybuf4s50_1",
placed_design,pre_cts_slack,0.831,ns
cells_and_area,flop_area,1200,um2
clock_network,clk_path_buf_depth,2,
detailed_routing,finalWirelength,4370,um
run_status,status,"finished, final reports clean",
clock_network,cts_tree,"done",
synthesis,syn_area,2300,um2
timing,post-route-period-util,0.705,
setup_path,reg2reg_slack,1.96,ns
floorplan,fp_util,0.314,
state kept, by name, summed over array words and instances (netlist names):
| signal | count |
|---|---|
| dataFIFO.fifo | 32 |
| tagFIFO.fifo | 4 |
| dataFIFO.wr_count | 3 |
| tagFIFO.wr_count | 3 |
stage by stage:
| stage | hold slack, ns | util | cells | power, mW | cell area [um2] |
|---|---|---|---|---|---|
| after detailed placement | 0.488 | 0.473 | 362 | 1.08 | 3460 |
| after global routing | 0.532 | 0.487 | 370 | 1.53 | 3570 |
| final | 0.503 | 0.487 | 370 | 1.44 | 3570 |
| after global placement | 0.488 | 0.473 | 362 | 1.08 | 3460 |
| after CTS | 0.505 | 0.487 | 370 | 1.47 | 3570 |
| after floorplan | 0.465 | - | 157 | 0.811 | 2300 |
cell families after synthesis:
family	count (synthesis)	synth area share
AND/OR/NAND/NOR	51	0.134
multiplexers	42	0.253
flip-flops	42	0.522
buffers and inverters	14	0.0495
adder cells (fa/ha/maj)	6	0.0326
AND-OR/OR-AND	2	0.00870
worst register-to-register path: stages, from the launching register on:
cell and delay, ns:
dfxtp_1 0.34, ha_1 0.21, ha_1 0.18, o21ba_2 0.27, mux2_2 0.34
worst max-delay path by stage:
| stage | startpoint | to | slack (ns) | cells past startpoint |
|---|---|---|---|---|
| CTS | dataFIFO.wr_count[0]$_SDFFE_PP0P_ | broad_data[1] | 0.96 | 6 |
| global route | dataFIFO.wr_count[0]$_SDFFE_PP0P_ | broad_data[5] | 0.85 | 6 |
| finish | dataFIFO.wr_count[0]$_SDFFE_PP0P_ | broad_data[1] | 1.00 | 6 |
area by class of cell:
cell class / count / share of cell area
clock buffers: 7 / 0.0214
flip-flops and latches: 42 / 0.336
multi-input cells: 101 / 0.277
clock inverters: 1 / 0.00841
well taps: 99 / 0.0347
inverters: 6 / 0.00631
repair buffers: 114 / 0.316
routing by layer:
metal | up-vias | routed length [um]
met2 | 71 | 2090
met5 | - | 0
met3 | 2 | 470
met1 | 672 | 1770
met4 | 0 | 43
li1 | 770 | -
placed cells by master, fill, tap and decap left out:
master,count
nand2b_1,42
mux2i_1,2
clkbuf_8,5
ha_1,6
clkdlybuf4s50_1,110
or3_2,1
dfxtp_1,6
buf_4,3
edfxtp_1,36
inv_1,6
nor2b_1,4
nor2_1,4
mux2_4,30
clkbuf_1,2
mux2_2,10
buf_2,1
o21ba_2,2
bufinv_16,1
synth_stat cells:
library cell / n
o21ba_2: 2
inv_1: 6
nor2_1: 4
ha_1: 6
mux2i_1: 2
mux2_4: 30
or3_1: 1
buf_2: 4
nor2b_1: 4
buf_12: 3
dfxtp_1: 6
nand2b_1: 42
edfxtp_1: 36
buf_6: 1
mux2_2: 10
report_power, final:
group          switching, mW  leakage [nW]  total [mW]  internal, mW
logic                  0.123         0.933       0.426         0.304
registers             0.0141         0.423       0.635         0.621
clock network          0.157        0.0524       0.376         0.220
total                  0.294          1.41        1.44          1.14
No activity file was given, so power comes from the tool's default toggle rates.
